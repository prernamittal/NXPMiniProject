$ cat flow/design.v
module spi_master #(
    parameter CLK_DIV = 2    
)(
    input clk,         
    input rst,         
    input miso,        
    output mosi,       
    output sck,        
    input start,       
    input [7:0] data_in,  
    output [7:0] data_out,  
    output busy,       
    output new_data    
);
    localparam STATE_SIZE = 2;
    localparam IDLE = 2'd0,
               WAIT_HALF = 2'd1,
               TRANSFER = 2'd2;
    reg [STATE_SIZE-1:0] state_d, state_q;
    reg [7:0] data_d, data_q;
    reg [CLK_DIV-1:0] sck_d, sck_q;
    reg mosi_d, mosi_q;
    reg [2:0] ctr_d, ctr_q;
    reg new_data_d, new_data_q;
    reg [7:0] data_out_d, data_out_q;
    assign mosi = mosi_d;  
    assign sck = (~sck_q[CLK_DIV-1]) & (state_q == TRANSFER);
    assign busy = state_q != IDLE;
    assign data_out = data_out_q;
    assign new_data = new_data_q;
    always @(*) begin
        sck_d = sck_q;
        data_d = data_q;
        mosi_d = mosi_q;
        ctr_d = ctr_q;
        new_data_d = 1'b0;
        data_out_d = data_out_q;
        state_d = state_q;
        case (state_q)
            IDLE: begin
                sck_d = 4'b0;   
                ctr_d = 3'b0;   
                if (start == 1'b1) begin
                    data_d = data_in;  
                    state_d = WAIT_HALF;  
                end
            end
            WAIT_HALF: begin
                sck_d = sck_q + 1'b1;   
                if (sck_q == {CLK_DIV-1{1'b1}}) begin
                    sck_d = 1'b0;   
                    state_d = TRANSFER;  
                end
            end
            TRANSFER: begin
                sck_d = sck_q + 1'b1;   
                if (sck_q == 4'b0000) begin
                    mosi_d = data_q[7];   
                end else if (sck_q == {CLK_DIV-1{1'b1}}) begin
                    data_d = {data_q[6:0], miso};   
                end else if (sck_q == {CLK_DIV{1'b1}}) begin
                    ctr_d = ctr_q + 1'b1;   
                    if (ctr_q == 3'b111) begin
                        state_d = IDLE;   
                        data_out_d = data_q;  
                        new_data_d = 1'b1;  
                    end
                end
            end
        endcase
    end
    always @(posedge clk) begin
        if (rst) begin
            ctr_q <= 3'b0;
            data_q <= 8'b0;
            sck_q <= 4'b0;
            mosi_q <= 1'b0;
            state_q <= IDLE;
            data_out_q <= 8'b0;
            new_data_q <= 1'b0;
        end else begin
            ctr_q <= ctr_d;
            data_q <= data_d;
            sck_q <= sck_d;
            mosi_q <= mosi_d;
            state_q <= state_d;
            data_out_q <= data_out_d;
            new_data_q <= new_data_d;
        end
    end
endmodule
module spi_slave(
    input clk,       
    input rst,       
    input ss,        
    input mosi,      
    output miso,     
    input sck,       
    output done,     
    input [7:0] din,   
    output [7:0] dout  
);
reg mosi_d, mosi_q;
reg ss_d, ss_q;
reg sck_d, sck_q;
reg sck_old_d, sck_old_q;
  reg [7:0] data_d, data_q;
reg done_d, done_q;
reg [2:0] bit_ct_d, bit_ct_q;  
reg [7:0] dout_d, dout_q;
reg miso_d, miso_q;
assign miso = miso_q;
assign done = done_q;
assign dout = dout_q;
always @(*) begin
    ss_d      = ss;
    mosi_d    = mosi;
    miso_d    = miso_q;
    sck_d     = sck;
    sck_old_d = sck_q;
    data_d    = data_q;
    done_d    = 1'b0;  
    bit_ct_d  = bit_ct_q;
    dout_d    = dout_q;
    if (ss_q) begin
        bit_ct_d = 3'b0;   
        data_d   = din;    
        miso_d   = data_q[7];  
    end else begin
        if (!sck_old_q && sck_q) begin 
            data_d   = {data_q[6:0], mosi_q};  
            bit_ct_d = bit_ct_q + 1'b1;        
            if (bit_ct_q == 3'b111) begin
                dout_d = {data_q[6:0], mosi_q};  
                done_d = 1'b1;  
                data_d = din;   
            end
        end else if (sck_old_q && !sck_q) begin 
            miso_d = data_q[7];  
        end
    end
end
always @(posedge clk) begin
    if (rst) begin
        done_q  <= 1'b0;
        bit_ct_q <= 3'b0;
        dout_q  <= 8'b0;
        miso_q  <= 1'b1;
    end else begin
        done_q <= done_d;
        bit_ct_q <= bit_ct_d;
        dout_q <= dout_d;
        miso_q <= miso_d;
    end
    sck_q <= sck_d;
    mosi_q <= mosi_d;
    ss_q <= ss_d;
    data_q <= data_d;
    sck_old_q <= sck_old_d;
end
endmodule
$ cat flow/run.sh
#!/bin/bash
# OpenROAD 26Q1-2900-gdf79404cd8, Yosys 0.63+post, stock flow scripts
make -C /OpenROAD-flow-scripts/flow DESIGN_CONFIG=/design/flow/config.mk WORK_HOME=/design/flow/orfs finish
$ cat flow/config.mk
export PLATFORM = sky130hd
export DESIGN_NAME = spi_slave
export DESIGN_NICKNAME = spi_slave
export VERILOG_FILES = /design/flow/design.v
export SDC_FILE = /design/flow/constraint.sdc
export NUM_CORES = 4
export LEC_CHECK = 1
export CORE_AREA = 10 10 106 106
export DIE_AREA = 0 0 116 116
$ cat flow/constraint.sdc
current_design spi_slave

set clk_period 3.1
set clk_io_pct 0.2

create_clock -name clk0 -period $clk_period [get_ports {clk}]

set non_clock_inputs [all_inputs -no_clocks]
set_input_delay [expr $clk_period * $clk_io_pct] -clock clk0 $non_clock_inputs
set_output_delay [expr $clk_period * $clk_io_pct] -clock clk0 [all_outputs]
==> flow_summary.toml <==
# generated from flow reports
[outcome]
status = "finished, final reports clean"

[drt]
drt.antenna.violating_nets = 0
firstDrtPassIters = 2
route.antenna.diode_count = 0
routed_wl_mm = 2.06
route.detailed.vias_per_inst = 2.91
drtIter0Drc = 32
drc = 0
routedWlPerCell_um = 9.81
num_vias = 611

[flow_run]
stage_log_warnings = 25
max-cap-violations = 0

[worst_setup_path]
timing.critical_path.to_type = "primary output"
worst_setup_path_start_kind = "register"
critical_path_peak_fanout = 2
max_stage_delay_ns = 0.50
critical_path_arrival_ns = 1.10
worstPathCellList = "clkdlybuf4s50_1"
worst_path_dominant_cell_family = "buffers and inverters"
timing.critical_path.buf_inv = 1
critical_path.slowest_cell = "sky130_fd_sc_hd__clkdlybuf4s50_1"
required_ns = 2.48
timing_worst_setup_path_type = "reg2out"

[pwr]
static-leakage-power_nw = 0.447
power.internal_uw = 474
power.switching_uw = 124
vdd_ir_drop_max_mv = 0.152
p_sw_share_pct = 20.8
seq_power_share_pct = 60.7
power_frac_clock_pct = 32.0
combinational_group_share_of_total_power_pct = 7.3
p_per_area_nw_per_um2 = 443

[final_timing]
timing_hold_violations_final = 0
timing.setup.tns_ns = 0
rsz0062_at_grt = "no"
layout_skew_ns = 0.00461
report.final.setup_viol = 0
slew_headroom_pct = 58.0
finalCritPeriodShare_pct = 55.6
maxSlewViolCount = 0
fin_ws_ns = 1.38
worst_pin_slew_ns = 0.628
min_period_ns = 1.72
fmax_mhz = 580

[die]
die_width_um = 116
chip_area_sq_um = 13500
core_util_floorplan_pct = 11.0
floorplan.rows = 34
design.core.area_sq_um = 8850
ports = 23
die_h_um = 116

[clock_tree]
cts.sinks = 25
cts_tree = "built"
post_cts_hold_buffer_count = 0
cts.repair_timing.setup_buffer_count = 0
cts-root-to-sink-buffers = 2
cts-root-buf = "sky130_fd_sc_hd__clkbuf_8"
cts.clk_slew.worst_paths_ns = 0.09
clkLatencyLatePin_ns = 0.27
cts_inserted_buffers = 3
postcts_resize_cnt = 0
h-tree-depth = 1

[layout]
syn_to_final_growth_pct = 38.5
final_standard_cell_utilization_of_the_core_pct = 15.3
final_layout_top_logic_cells = "sky130_fd_sc_hd__clkdlybuf4s50_1 (22), sky130_fd_sc_hd__dfxtp_1 (17), sky130_fd_sc_hd__nand2_1 (16)"
stdcell_count = 210
mostFrequentLayoutCell = "sky130_fd_sc_hd__clkdlybuf4s50_1"
fillers = 987
layout-drive-gt1-share_pct = 20.6

[placement]
place_inst = 206
gpl.final_weighted_congestion = 0.734
dp_slack_ns = 1.31
port-buffer-count = 22
hpwl_mm = 1.74

[yosys]
ys_area_sq_um = 976
synth_largest_type_area_fraction_pct = 34.9
number_of_warnings_issued_by_yosys = 1
ys_seq_share_pct = 59.5
syn_inst = 80
post_synth_main_area_contributors = "sky130_fd_sc_hd__dfxtp_1 (35%), sky130_fd_sc_hd__edfxtp_1 (25%), sky130_fd_sc_hd__mux2_2 (9.2%)"
synth-cells-yosys = 80
ys_seq_elements = 25
synthDominantAreaCellType = "sky130_fd_sc_hd__dfxtp_1"
ys_types = 19
synth_area_per_cell_sq_um = 12.2
cell_area_synth_sq_um = 976

[global_route]
grt_max_degree = 16
number_of_antenna_violations_at_the_first_check_in_global_routing = 0
grt_remaining_overflow = 0
combined_global_route_utilization_of_all_metal_layers_pct = 2.91
first_pass_grt_wire_length_mm = 3.10
grt_pass1_vias = 630

[min_path]
hold_class = "reg2reg"
[routing by layer]
layer | global-route usage [%] | routed length, um | up-vias | part of all wire, %
li1 | - | - | 318 | -
met1 | 3.41 | 909 | 274 | 44
met2 | 5.35 | 1020 | 14 | 50
met3 | 0.471 | 60 | 5 | 2.9
met4 | 0.834 | 65 | 0 | 3.2
met5 | 0 | 0 | - | 0
[state kept, by name, indices dropped and copies added, names as in the netlist]
register	count
mosi_q	1
miso_q	1
sck_old_q	1
done_q	1
sck_q	1
ss_q	1
data_q	8
bit_ct_q	3
dout_q	8
[cells in the mapped netlist]
cell and n:
sky130_fd_sc_hd__nand4bb_1 1, sky130_fd_sc_hd__ha_1 2, sky130_fd_sc_hd__nor3_1 3, sky130_fd_sc_hd__dfxtp_1 17, sky130_fd_sc_hd__nor2_4 1, sky130_fd_sc_hd__mux2i_1 3
sky130_fd_sc_hd__edfxtp_1 8, sky130_fd_sc_hd__and4bb_1 1, sky130_fd_sc_hd__nand2_1 16, sky130_fd_sc_hd__nand2b_1 2, sky130_fd_sc_hd__buf_6 1, sky130_fd_sc_hd__a21oi_2 8
sky130_fd_sc_hd__mux2_2 8, sky130_fd_sc_hd__buf_2 2, sky130_fd_sc_hd__nor2_1 3, sky130_fd_sc_hd__xor2_1 1, sky130_fd_sc_hd__buf_4 1, sky130_fd_sc_hd__inv_1 1
sky130_fd_sc_hd__a21oi_1 1
[final cells by class]
type	count	area, sq um	share of cell area [%]
inverters	1	3.75	0.278
clock buffers	3	41.3	3.06
repair buffers	22	220	16.3
flip-flops and latches	25	581	43.0
multi-input cells	50	363	26.9
clock inverters	1	7.51	0.556
well taps	108	135	10.0
[stage by stage]
| stage | power, mW | instance area, sq um | hold slack (ns) |
|---|---|---|---|
| after detailed placement | 0.416 | 1300 | 0.401 |
| after global placement | 0.415 | 1300 | 0.388 |
| after CTS | 0.606 | 1350 | 0.408 |
| after floorplan | 0.392 | 976 | 0.372 |
| after global routing | 0.623 | 1350 | 0.419 |
| final | 0.598 | 1350 | 0.408 |
[power groups by stage]
stage     logic [mW]  clock network [mW]  registers [mW]
4_1_cts       0.0450               0.197           0.363
5_1_grt       0.0481               0.210           0.365
6_report      0.0436               0.191           0.363
[cells by family (layout without fill, tap and decap cells)]
| group | count (synthesis) | in the layout | share of synthesized area [%] |
|---|---|---|---|
| compound gates | 9 | 9 | 7.69 |
| mux | 11 | 11 | 12.3 |
| simple gates | 27 | 27 | 13.7 |
| flops | 25 | 25 | 59.5 |
| xor+xnor | 1 | 1 | 0.898 |
| fa+ha+maj | 2 | 2 | 2.56 |
| buf+inv | 5 | 27 | 3.33 |
[path summary, 6_finish.rpt]
kind                            slack, ns  cells after the start                      from                  end
worst max register to register       1.52                      4  bit_ct_q[0]$_SDFFE_PP0N_  data_q[2]$_DFFE_PP_
worst min register to register       0.41                      0             sck_q$_DFF_P_    sck_old_q$_DFF_P_
worst min-delay path                 0.41                      0             sck_q$_DFF_P_    sck_old_q$_DFF_P_
worst max-delay path                 1.38                      1    dout_q[4]$_SDFFE_PP0P_              dout[4]
Power figures rest on the tool's default switching activity, not on a simulated workload.
